`flow/config.mk`:
```
export PLATFORM = sky130hd
export DESIGN_NAME = arbiter_32x32
export DESIGN_NICKNAME = arbiter_32x32
export VERILOG_FILES = /design/flow/design.v
export SDC_FILE = /design/flow/constraint.sdc
export NUM_CORES = 4
export LEC_CHECK = 1
export CORE_UTILIZATION = 30
```
`flow/constraint.sdc`:
```
current_design arbiter_32x32

set clk_period 3.5
set clk_io_pct 0.2

create_clock -name clk0 -period $clk_period [get_ports {clk}]

set non_clock_inputs [all_inputs -no_clocks]
set_input_delay [expr $clk_period * $clk_io_pct] -clock clk0 $non_clock_inputs
set_output_delay [expr $clk_period * $clk_io_pct] -clock clk0 [all_outputs]
```
`flow/design.v`:
```
module arbiter_32x32(
  input	       [31:0]	req,
  output logic [31:0]	grant,
  input		            clk,
  input		            rst_n
);
logic up_ack0, up_ack1, up_ack2, up_ack3;
logic [7:0] req_lv1, ack_lv1;
logic [1:0] up_req, up_ack;
sa_4x4 u_sa_4x4_lv1_0(
  .ack(ack_lv1[0]),
  .req(req[3:0]),
  .grant(grant[3:0]),
  .req0(req_lv1[0]),
  .clk,
  .rst_n
);
sa_4x4 u_sa_4x4_lv1_1(
  .ack(ack_lv1[1]),
  .req(req[7:4]),
  .grant(grant[7:4]),
  .req0(req_lv1[1]),
  .clk,
  .rst_n
);
sa_4x4 u_sa_4x4_lv1_2(
  .ack(ack_lv1[2]),
  .req(req[11:8]),
  .grant(grant[11:8]),
  .req0(req_lv1[2]),
  .clk,
  .rst_n
);
sa_4x4 u_sa_4x4_lv1_3(
  .ack(ack_lv1[3]),
  .req(req[15:12]),
  .grant(grant[15:12]),
  .req0(req_lv1[3]),
  .clk,
  .rst_n
);
sa_4x4 u_sa_4x4_lv1_4(
  .ack(ack_lv1[4]),
  .req(req[19:16]),
  .grant(grant[19:16]),
  .req0(req_lv1[4]),
  .clk,
  .rst_n
);
sa_4x4 u_sa_4x4_lv1_5(
  .ack(ack_lv1[5]),
  .req(req[23:20]),
  .grant(grant[23:20]),
  .req0(req_lv1[5]),
  .clk,
  .rst_n
);
sa_4x4 u_sa_4x4_lv1_6(
  .ack(ack_lv1[6]),
  .req(req[27:24]),
  .grant(grant[27:24]),
  .req0(req_lv1[6]),
  .clk,
  .rst_n
);
sa_4x4 u_sa_4x4_lv1_7(
  .ack(ack_lv1[7]),
  .req(req[31:28]),
  .grant(grant[31:28]),
  .req0(req_lv1[7]),
  .clk,
  .rst_n
);
sa_4x4 u_sa_4x4_lv2_0(
  .ack(up_ack[0]),
  .req(req_lv1[3:0]),
  .grant(ack_lv1[3:0]),
  .req0(up_req[0]),
  .clk,
  .rst_n
);
sa_4x4 u_sa_4x4_lv2_1(
  .ack(up_ack[1]),
  .req(req_lv1[7:4]),
  .grant(ack_lv1[7:4]),
  .req0(up_req[1]),
  .clk,
  .rst_n
);
root_sa_2x2 u_root_sa_2x2_0(
  .req(up_req),
  .ack(up_ack),
  .clk,
  .rst_n
);
endmodule
module ba_4x4(
  input		            ack,
  input	       [3:0]	req,
  output logic [3:0]	grant,
  input		            clk,
  input		            rst_n
);
function  [3:0] priority_logic;
    input [3:0] in;
    input       en;
    reg   [3:0] out;
begin
    casez({en,in[0],in[1],in[2],in[3]})
      5'b0????:   begin out =  4'b0000; end
      5'b11???:   begin out =  4'b0001; end
      5'b101??:   begin out =  4'b0010; end
      5'b1001?:   begin out =  4'b0100; end
      5'b10001:   begin out =  4'b1000; end
      default: begin out = 4'b0000; end
    endcase
    priority_logic = out;
end
endfunction
logic   [3:0]   token, pout0, pout1, pout2, pout3;
always_ff@(posedge clk or negedge rst_n)
begin
  if(~rst_n) begin
    token <= 4'b0001;
  end else if(ack) begin
    token <= {token[2:0],token[3]};
  end
end
assign pout0 = priority_logic({req[0],req[1],req[2],req[3]},token[0]);
assign pout1 = priority_logic({req[1],req[2],req[3],req[0]},token[1]);
assign pout2 = priority_logic({req[2],req[3],req[0],req[1]},token[2]);
assign pout3 = priority_logic({req[3],req[0],req[1],req[2]},token[3]);
assign  grant[0] = pout0[0] | pout1[3] | pout2[2] | pout3[1] ;
assign  grant[1] = pout0[1] | pout1[0] | pout2[3] | pout3[2] ;
assign  grant[2] = pout0[2] | pout1[1] | pout2[0] | pout3[3] ;
assign  grant[3] = pout0[3] | pout1[2] | pout2[1] | pout3[0] ;
endmodule
module root_sa_2x2(
  input	       [1:0]	req,
  output logic [1:0]	ack,
  input		            clk,
  input		            rst_n
);
function  [1:0] priority_logic;
    input [1:0] in;
    input       en;
    reg   [1:0] out;
begin
    casez({en,in[0],in[1]})
      3'b0??:   begin out =  2'b00; end
      3'b11?:   begin out =  2'b01; end
      3'b101:   begin out =  2'b10; end
      default: begin out = 2'b00; end
    endcase
    priority_logic = out;
end
endfunction
logic   [1:0]   token, pout0, pout1;
always_ff@(posedge clk or negedge rst_n)
begin
  if(~rst_n) begin
    token <= 2'b01;
  end else  begin
    token <= {token[0],token[1]};
  end
end
assign pout0 = priority_logic({req[0],req[1]},token[0]);
assign pout1 = priority_logic({req[1],req[0]},token[1]);
assign  ack[0] = pout0[0] | pout1[1] ;
assign  ack[1] = pout0[1] | pout1[0] ;
endmodule
module sa_4x4(
  input		            ack,
  input	       [3:0]	req,
  output logic [3:0]	grant,
  output logic          req0,
  input		            clk,
  input		            rst_n
);
logic   [3:0]   grant_ba;
ba_4x4 u_ba_4x4(
  .ack,
  .req,
  .grant(grant_ba),
  .clk,
  .rst_n
);
assign  req0 = req[0] | req[1] | req[2] | req[3];
assign  grant[0] = ack & grant_ba[0];
assign  grant[1] = ack & grant_ba[1];
assign  grant[2] = ack & grant_ba[2];
assign  grant[3] = ack & grant_ba[3];
endmodule
```
`flow/run.sh`:
```
#!/bin/bash
# OpenROAD 26Q1-2900-gdf79404cd8, Yosys 0.63+post, stock flow scripts
make -C /OpenROAD-flow-scripts/flow DESIGN_CONFIG=/design/flow/config.mk WORK_HOME=/design/flow/orfs finish
```
==> metrics.csv <==
metric,value,unit
status,completed,
numSynthFlops,42,
ff_latch_area,0.00106,mm²
n_fill_cell,824,
yosysTopAreaCellShare,27.0,%
grt_pass1_vias,2514,
drc_errors,0,
setup_slack,0.0959,ns
synth-edff-count,0,
seq_area_frac_synth,37.0,%
worstMarginPinSlew,0.507,ns
worst_clock_skew,0.00534,ns
common_cells,"nor2_1, dfrtp_1, inv_1",
routed_via_density,4.85,
top_cells_by_area,"dfrtp_1, dfstp_2, mux2_2",
fp_util,31.0,%
ys_chip_area,0.00288,mm²
chipArea,0.00998,mm²
path_clk_slew,0.08,ns
core,0.00928,mm²
wl_per_cell,11.8,µm
grt_use_total,13.0,%
drt-pass1-iter-count,5,
end_kind,output pin,
powerDensity,202,mW/mm²
core.rowCount,35,
hp-class,reg -> reg,
hold_viol,0,
crit_family,buffers and inverters,
vias,2712,
cts_tree,yes,
cts_made_buffers,5,
synth.distinct_cells,33,
combinationalPowerShare,15.0,%
p_switching,0.000219,W
io_buffers,65,
yosysTopAreaCell,dfrtp_1,
die_x,99.9,µm
logic_area,0.00182,mm²
path_class,in -> out,
critical_path.cell_chain,clkdlybuf4s50_1 -> nor4_4 -> buf_4 -> nand4_4 -> a21oi_4 -> buf_12 -> o21ai_4 -> nor2_1 -> clkdlybuf4s50_1,
switching_share,24.0,%
timing.fmax,294,MHz
cts_sinks,42,
cpMostUsedCell,clkdlybuf4s50_1,
grt_pass1_wl,10800,µm
cp-start-kind,input port,
intPower,0.000694,W
maxCapViolations,0,
fin_hold_ws,0.431,ns
hold_buffers,0,
antenna_left,0,
synthesis.instances,282,
clock_path_buffers,2,
area_growth_syn_to_layout,57.0,%
place_ws,-0.0597,ns
worstPathRequired,2.80,ns
grt_max_degree,43,
seq_power_share,53.2,%
crit_arrival,2.70,ns
p_leak,2.24,nW
synth_area,0.00288,mm²
warnings,25,
irDropWorstVdd,0.000152,V
antennaDiodeCount,0,
most_common_cell,nor2_1,
drive_gt1_share,41.6,%
post-route-period-util,97.3,%
setup_viol,0,
wl,6590,µm
antenna_found_initial,0,
fin_crit,3.40,ns
async_reset_ff_share,100,%
slew_headroom,66.2,%
slowest_stage,clkdlybuf4s50_1,
cp_slowest_stage_delay,0.48,ns
yosys_cells,282,
hpwl,4790,µm
dr.first_iter.drc_count,45,
path_buffers,4,
ys_warn_count,2,
crit_fanout,7,
place_congestion,0.811,
h-tree-depth,2,
setup-tns-final,0,ns
maxSlewViolCount,0,
clock_power_share,31.9,%
flop_cell,dfrtp_1,
root_buffer,clkbuf_8,
grt_overflow,0,
io-pin-count,66,
die_h,99.9,µm
syn_avg_cell_area,10.2,µm²
clkLatencyLatePin,0.29,ns
==> per-layer routing <==
layer	wire [µm]	track usage, %	up-vias
li1	-	-	1360
met3	320	1.91	8
met4	76	1.81	0
met2	2880	20.3	77
met1	3320	19.9	1267
met5	0	0	-
==> cells in the final DEF (no fill, tap or decap), drive strengths merged, types with 3 or more instances in the layout <==
cell | Yosys | routed
a21o | 16 | 16
nor4 | 8 | 8
a31o | 8 | 8
a31oi | 22 | 22
mux2 | 40 | 40
clkdlybuf4s50 | 0 | 41
buf | 1 | 77
nor2b | 6 | 6
dfstp | 11 | 11
nor3 | 6 | 6
dlygate4sd2 | 0 | 3
inv | 25 | 25
nor3b | 8 | 8
a21oi | 9 | 9
clkbuf | 0 | 6
o21ai | 6 | 6
dlymetal6s2s | 0 | 20
a32oi | 16 | 16
nor2 | 55 | 55
dfrtp | 31 | 31
==> cell type report <==
class / count / area share (%)
clock inverters: 2 / 0.222
well taps: 129 / 3.58
inverters: 25 / 2.08
flip-flops and latches: 42 / 23.6
clock buffers: 6 / 1.61
repair buffers: 141 / 28.7
multi-input cells: 214 / 40.2
==> through the flow <==
| step | util (%) | instance area (µm²) | total power (W) | instances |
|---|---|---|---|---|
| 2_1_floorplan | - | 2880 | 0.000520 | 282 |
| 4_1_cts | 46.2 | 4290 | 0.000933 | 548 |
| 5_1_grt | 48.6 | 4510 | 0.000969 | 559 |
| 3_5_place_dp | 44.8 | 4160 | 0.000628 | 536 |
| 3_3_place_gp | 44.8 | 4160 | 0.000627 | 536 |
| 6_report | 48.6 | 4510 | 0.000913 | 559 |
==> worst paths after layout <==
| check | from | endpoint | slack, ns | cells past startpoint |
|---|---|---|---|---|
| max in group asynchronous | rst_n | u_sa_4x4_lv1_3.u_ba_4x4.token[0]$_DFFE_PN1P_ | 2.66 | 2 |
| worst min-delay path | u_root_sa_2x2_0.token[0]$_DFF_PN1_ | u_root_sa_2x2_0.token[1]$_DFF_PN0_ | 0.43 | 0 |
| worst max register to register | u_sa_4x4_lv2_0.u_ba_4x4.token[1]$_DFFE_PN0P_ | u_sa_4x4_lv1_1.u_ba_4x4.token[1]$_DFFE_PN0P_ | 1.62 | 8 |
| worst min register to register | u_root_sa_2x2_0.token[0]$_DFF_PN1_ | u_root_sa_2x2_0.token[1]$_DFF_PN0_ | 0.43 | 0 |
| min in group asynchronous | rst_n | u_sa_4x4_lv1_5.u_ba_4x4.token[2]$_DFFE_PN0P_ | 0.46 | 2 |
| worst max-delay path | req[22] | grant[16] | 0.1 | 9 |
==> kinds of logic after synthesis <==
| group | count (synthesis) | synth area share, % |
|---|---|---|
| simple gates | 90 | 19.2 |
| mux | 40 | 17.2 |
| compound gates | 84 | 23.0 |
| flops | 42 | 37.0 |
| buf+inv | 26 | 3.52 |
==> power groups by stage <==
stage / combinational [W] / clock (W) / sequential [W]
after global routing: 0.000149 / 0.000334 / 0.000486
after CTS: 0.000136 / 0.000312 / 0.000485
final: 0.000137 / 0.000291 / 0.000486
==> timing repair <==
action / CTS / global route
endpoints found under the hold margin: 0 / 0
setup endpoints to repair: 30 / 32
buffers inserted: 4 / 11
gates resized: 6 / 42
pin swaps: 5 / 24
==> sequential cells by signal, indices dropped and copies added, names as in the netlist <==
name and flops:
u_sa_4x4_lv2_0.u_ba_4x4.token 4, u_sa_4x4_lv1_3.u_ba_4x4.token 4, u_sa_4x4_lv1_5.u_ba_4x4.token 4, u_sa_4x4_lv2_1.u_ba_4x4.token 4
u_sa_4x4_lv1_4.u_ba_4x4.token 4, u_sa_4x4_lv1_2.u_ba_4x4.token 4, u_sa_4x4_lv1_1.u_ba_4x4.token 4, u_sa_4x4_lv1_0.u_ba_4x4.token 4
u_sa_4x4_lv1_6.u_ba_4x4.token 4, u_root_sa_2x2_0.token 2, u_sa_4x4_lv1_7.u_ba_4x4.token 4
No activity file was given, so power comes from the tool's default toggle rates.
