**design/flow/constraint.sdc**
```tcl
current_design arbiter_8x8_type0

set clk_period 1.6
set clk_io_pct 0.2

create_clock -name clk0 -period $clk_period [get_ports {clk}]

set non_clock_inputs [all_inputs -no_clocks]
set_input_delay [expr $clk_period * $clk_io_pct] -clock clk0 $non_clock_inputs
set_output_delay [expr $clk_period * $clk_io_pct] -clock clk0 [all_outputs]
```
**design/flow/config.mk**
```make
export PLATFORM = sky130hd
export DESIGN_NAME = arbiter_8x8_type0
export DESIGN_NICKNAME = arbiter_8x8_type0
export VERILOG_FILES = /design/flow/design.v
export SDC_FILE = /design/flow/constraint.sdc
export NUM_CORES = 4
export LEC_CHECK = 1
export CORE_AREA = 10 10 78 78
export DIE_AREA = 0 0 88 88
```
**design/flow/design.v**
```verilog
module arbiter_8x8_type0(
  input	       [7:0]	req,
  output logic [7:0]	grant,
  input		            clk,
  input		            rst_n
);
logic up_ack0, up_ack1;
logic [1:0] up_req;
sa_4x4 u_sa_4x4_0(
  .ack(up_ack0),
  .req(req[3:0]),
  .grant(grant[3:0]),
  .req0(up_req[0]),
  .clk,
  .rst_n
);
sa_4x4 u_sa_4x4_1(
  .ack(up_ack1),
  .req(req[7:4]),
  .grant(grant[7:4]),
  .req0(up_req[1]),
  .clk,
  .rst_n
);
root_sa_2x2 u_root_sa_2x2_0(
  .req(up_req),
  .ack({up_ack1,up_ack0}),
  .clk,
  .rst_n
);
endmodule
module ba_4x4(
  input		            ack,
  input	       [3:0]	req,
  output logic [3:0]	grant,
  input		            clk,
  input		            rst_n
);
function  [3:0] priority_logic;
    input [3:0] in;
    input       en;
    reg   [3:0] out;
begin
    casez({en,in[0],in[1],in[2],in[3]})
      5'b0????:   begin out =  4'b0000; end
      5'b11???:   begin out =  4'b0001; end
      5'b101??:   begin out =  4'b0010; end
      5'b1001?:   begin out =  4'b0100; end
      5'b10001:   begin out =  4'b1000; end
      default: begin out = 4'b0000; end
    endcase
    priority_logic = out;
end
endfunction
logic   [3:0]   token, pout0, pout1, pout2, pout3;
always_ff@(posedge clk or negedge rst_n)
begin
  if(~rst_n) begin
    token <= 4'b0001;
  end else if(ack) begin
    token <= {token[2:0],token[3]};
  end
end
assign pout0 = priority_logic({req[0],req[1],req[2],req[3]},token[0]);
assign pout1 = priority_logic({req[1],req[2],req[3],req[0]},token[1]);
assign pout2 = priority_logic({req[2],req[3],req[0],req[1]},token[2]);
assign pout3 = priority_logic({req[3],req[0],req[1],req[2]},token[3]);
assign  grant[0] = pout0[0] | pout1[3] | pout2[2] | pout3[1] ;
assign  grant[1] = pout0[1] | pout1[0] | pout2[3] | pout3[2] ;
assign  grant[2] = pout0[2] | pout1[1] | pout2[0] | pout3[3] ;
assign  grant[3] = pout0[3] | pout1[2] | pout2[1] | pout3[0] ;
endmodule
module root_sa_2x2(
  input	       [1:0]	req,
  output logic [1:0]	ack,
  input		            clk,
  input		            rst_n
);
function  [1:0] priority_logic;
    input [1:0] in;
    input       en;
    reg   [1:0] out;
begin
    casez({en,in[0],in[1]})
      3'b0??:   begin out =  2'b00; end
      3'b11?:   begin out =  2'b01; end
      3'b101:   begin out =  2'b10; end
      default: begin out = 2'b00; end
    endcase
    priority_logic = out;
end
endfunction
logic   [1:0]   token, pout0, pout1;
always_ff@(posedge clk or negedge rst_n)
begin
  if(~rst_n) begin
    token <= 2'b01;
  end else  begin
    token <= {token[0],token[1]};
  end
end
assign pout0 = priority_logic({req[0],req[1]},token[0]);
assign pout1 = priority_logic({req[1],req[0]},token[1]);
assign  ack[0] = pout0[0] | pout1[1] ;
assign  ack[1] = pout0[1] | pout1[0] ;
endmodule
module sa_4x4(
  input		            ack,
  input	       [3:0]	req,
  output logic [3:0]	grant,
  output logic          req0,
  input		            clk,
  input		            rst_n
);
logic   [3:0]   grant_ba;
ba_4x4 u_ba_4x4(
  .ack,
  .req,
  .grant(grant_ba),
  .clk,
  .rst_n
);
assign  req0 = req[0] | req[1] | req[2] | req[3];
assign  grant[0] = ack & grant_ba[0];
assign  grant[1] = ack & grant_ba[1];
assign  grant[2] = ack & grant_ba[2];
assign  grant[3] = ack & grant_ba[3];
endmodule
```
**design/flow/run.sh**
```bash
#!/bin/bash
# OpenROAD 26Q1-2900-gdf79404cd8, Yosys 0.63+post, stock flow scripts
make -C /OpenROAD-flow-scripts/flow DESIGN_CONFIG=/design/flow/config.mk WORK_HOME=/design/flow/orfs finish
```
==> changes_impl.md <==
### Metrics

- Run status: complete, but fails checks
- Failing checks: setup timing
- Slew headroom: 0.708
- Seq/Total Area, Yosys: 0.388
- First-pass GRT wire length: 3.19 mm
- Syn Area/Cell: slightly below 10 sq um
- Adders+Majority by Area: 0
- OpenROAD warning count: 28
- Buf+Inv Stages, Crit Path: 3
- CP Class: input port to output port
- Yosys warns: 2
- Req. time, crit path: 1280 ps
- Clk Tree Root Cell: clkbuf_8
- Total CTS buffers: 3
- Hold Vio Cnt, Final: 0
- CP Cell Sequence: buf_6 > or4_4 > a211o_4 > buf_6 > a21oi_2 > buf_2
- Die area: a little under 8000 sq um
- Synth Cell Area: 654 sq um
- PD cells: slightly above 500 nW/um^2
- Non-filler instance count after layout: 165
- Final WL: a little over 2 mm
- CP endpoint kind: output port
- Fraction of layout cells with a size suffix above 1: 0.637
- CP max stage cell: or4_4
- Worst-Margin Slew: 437 ps
- Achievable clock frequency: 0.511 GHz
- Maxcap violations: 0
- Final WS setup: -358 ps
- Clock transition at path regs: 50 ps
- WL/cell: 12.4 microns
- Family with the most delay on the worst path: simple AND/OR/NAND/NOR gates
- RSZ-0062 raised after global routing: yes
- Initial drt markers: 11
- Hold WC Path Type: input port to async pin
- Yosys chip area: about 650 sq um
- Vias: 675
- Dominant logic cell types in the final layout: buf_4 (17), o21ai_0 (15), buf_6 (12)
- Slew Limit Fails: 0
- Vias per std cell: 4.09
- Pin count of the biggest net entering global routing: 11
- CP Data Arrival Time: 1640 ps
- Maximum vdd ir drop: approximately 0.29 mV
- IO Count: 18
- Fill count: about 430
- Most used cell, CP: buf_6
- Placed Cells: 154
- Longest Clk Path Bufs: 2
- Antenna cell count: 0
- Final worst path period need: 1960 ps
- Xor/xnor share of the synthesized area: 0
- Final core utilization: 0.277
- Simple share: 0.212
- Ys cells: between 60 and 70
- Late-Pin Clk Latency: 230 ps
- Die W: 88 microns
- Worst-path maximum fanout: 3
- Worst r2r dst: u_sa_4x4_1.u_ba_4x4.token[3]
- Max stage delay on crit path: 540 ps
- Area grow syn2layout: 86.6%
- Routability cong.: 0.793
- CTS tree: built
- DRT antenna net count: 0
- Complex-gate fraction of the synthesized area: 0.216
- Leak: 0.520 nW
- Post-place setup slack: -1010 ps
- DRT Pass-1 Iters: 3
- Number of global-route vias before repair: between 600 and 700
- Total grt overflow: 0
- DRC violations left: 0
- FF-to-FF path depth: 5
- Gr usage total: 0.0491
- Tcrit/Tclk final: 1.22
- Clock sink count: 10
- Mapped Cells: around 66
- Clock Skew: 1.30 ps
- Reg-to-reg critical path startpoint: u_root_sa_2x2_0.token[0]
- H-tree Lvls: 1
- Flops after synth: 10
- Pre-Place Util: 0.148
- Most numerous logic cell after layout: buf_4
- Comb area leader: AND-OR/OR-AND gates
- Register-to-register setup slack: 30 ps
- Mux area share: 0.161
- Die Span Y: 88 microns
- Initial antenna violation count: 0
- Post-DP HPWL: between 1 and 1.5 mm
- Startpoint Class: input port
- Row Count: 24
- Setup TNS: -2610 ps
- Core area: 4410 sq um
- Final setup viols: 15
- Cell Type Count: 17
- I/O Buffers: 17
==> Yosys cell counts, drive strengths merged <==
| master | number | area share |
|---|---|---|
| o21ai | 16 | 0.12 |
| dfrtp | 7 | 0.27 |
| inv | 1 | 0.0057 |
| nor2 | 1 | 0.0057 |
| mux2 | 8 | 0.16 |
| o211ai | 1 | 0.019 |
| a211o | 1 | 0.013 |
| nor3b | 8 | 0.092 |
| or2 | 1 | 0.0096 |
| and2b | 1 | 0.011 |
| nor2b | 7 | 0.067 |
| buf | 1 | 0.017 |
| a21oi | 8 | 0.061 |
| nor4 | 1 | 0.0096 |
| or4 | 1 | 0.017 |
| dfstp | 3 | 0.12 |
==> power breakdown <==
group	leakage (nW)	internal (mW)	switching, mW	total, mW
registers	0.129	0.254	0	0.254
logic	0.362	0.0377	0.0327	0.0704
clock network	0.0288	0.216	0.0938	0.310
total	0.520	0.508	0.126	0.634
==> area by class of cell <==
cell class	count	area, sq um	area share
Tap cell	52	65.1	0.0533
Timing Repair Buffer	44	358	0.293
Multi-Input combinational cell	54	485	0.398
Inverter	1	3.75	0.00307
Clock buffer	4	55.1	0.0451
Sequential cell	10	254	0.208
==> stage by stage <==
| stage | cell area, sq um | power, mW | hold slack, ps |
|---|---|---|---|
| 2_1_floorplan | 654 | 0.268 | 24.4 |
| 3_3_place_gp | 1030 | 0.323 | 407 |
| 3_5_place_dp | 1030 | 0.324 | 409 |
| 4_1_cts | 1210 | 0.641 | 405 |
| 5_1_grt | 1220 | 0.661 | 426 |
| 6_report | 1220 | 0.634 | 398 |
==> sequential cells by signal, indices dropped and copies added, names as in the netlist <==
name and count:
u_sa_4x4_0.u_ba_4x4.token 4, u_sa_4x4_1.u_ba_4x4.token 4, u_root_sa_2x2_0.token 2
==> how the worst max path moves through the flow <==
stage | start | endpoint | slack, ps | cells after the start
5_1_grt | req[5] | grant[6] | -410 | 6
4_1_cts | req[7] | grant[4] | -370 | 6
6_report | req[5] | grant[4] | -360 | 6
==> logic make-up (layout without fill, tap and decap cells) <==
logic type | after synthesis | in the layout
muxes | 8 | 8
buffers and inverters | 2 | 49
and+or+nand+nor | 20 | 20
AOI/OAI and AO/OA | 26 | 26
DFF | 10 | 10
==> timing repair <==
item,CTS,global route
buffers inserted,8,1
pin swaps,5,4
hold buffers,0,0
endpoints found under the setup margin,16,16
gates resized,76,8
==> layer usage <==
layer  vias up  track usage  wire [microns]
li1        338            -               -
met1       316       0.0683             990
met2        16       0.0688             853
met3         5       0.0225             183
met4         0      0.00870              18
met5         -            0               0
No activity file was given, so power comes from the tool's default toggle rates.
