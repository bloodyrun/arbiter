<file path="flow/config.mk">
export PLATFORM = sky130hd
export DESIGN_NAME = arbiter_16x16
export DESIGN_NICKNAME = arbiter_16x16
export VERILOG_FILES = /design/flow/design.v
export SDC_FILE = /design/flow/constraint.sdc
export NUM_CORES = 4
export LEC_CHECK = 1
export CORE_AREA = 10 10 97 97
export DIE_AREA = 0 0 107 107
</file>
<file path="flow/constraint.sdc">
current_design arbiter_16x16

set clk_period 3.0
set clk_io_pct 0.2

create_clock -name clk0 -period $clk_period [get_ports {clk}]

set non_clock_inputs [all_inputs -no_clocks]
set_input_delay [expr $clk_period * $clk_io_pct] -clock clk0 $non_clock_inputs
set_output_delay [expr $clk_period * $clk_io_pct] -clock clk0 [all_outputs]
</file>
<file path="flow/design.v">
module arbiter_16x16(
  input	       [15:0]	req,
  output logic [15:0]	grant,
  input		            clk,
  input		            rst_n
);
logic up_ack0, up_ack1, up_ack2, up_ack3;
logic [3:0] up_req;
sa_4x4 u_sa_4x4_0(
  .ack(up_ack0),
  .req(req[3:0]),
  .grant(grant[3:0]),
  .req0(up_req[0]),
  .clk,
  .rst_n
);
sa_4x4 u_sa_4x4_1(
  .ack(up_ack1),
  .req(req[7:4]),
  .grant(grant[7:4]),
  .req0(up_req[1]),
  .clk,
  .rst_n
);
sa_4x4 u_sa_4x4_2(
  .ack(up_ack2),
  .req(req[11:8]),
  .grant(grant[11:8]),
  .req0(up_req[2]),
  .clk,
  .rst_n
);
sa_4x4 u_sa_4x4_3(
  .ack(up_ack3),
  .req(req[15:12]),
  .grant(grant[15:12]),
  .req0(up_req[3]),
  .clk,
  .rst_n
);
root_sa_4x4 u_root_sa_4x4_0(
  .req(up_req),
  .ack({up_ack3,up_ack2,up_ack1,up_ack0}),
  .clk,
  .rst_n
);
endmodule
module ba_4x4(
  input		            ack,
  input	       [3:0]	req,
  output logic [3:0]	grant,
  input		            clk,
  input		            rst_n
);
function  [3:0] priority_logic;
    input [3:0] in;
    input       en;
    reg   [3:0] out;
begin
    casez({en,in[0],in[1],in[2],in[3]})
      5'b0????:   begin out =  4'b0000; end
      5'b11???:   begin out =  4'b0001; end
      5'b101??:   begin out =  4'b0010; end
      5'b1001?:   begin out =  4'b0100; end
      5'b10001:   begin out =  4'b1000; end
      default: begin out = 4'b0000; end
    endcase
    priority_logic = out;
end
endfunction
logic   [3:0]   token, pout0, pout1, pout2, pout3;
always_ff@(posedge clk or negedge rst_n)
begin
  if(~rst_n) begin
    token <= 4'b0001;
  end else if(ack) begin
    token <= {token[2:0],token[3]};
  end
end
assign pout0 = priority_logic({req[0],req[1],req[2],req[3]},token[0]);
assign pout1 = priority_logic({req[1],req[2],req[3],req[0]},token[1]);
assign pout2 = priority_logic({req[2],req[3],req[0],req[1]},token[2]);
assign pout3 = priority_logic({req[3],req[0],req[1],req[2]},token[3]);
assign  grant[0] = pout0[0] | pout1[3] | pout2[2] | pout3[1] ;
assign  grant[1] = pout0[1] | pout1[0] | pout2[3] | pout3[2] ;
assign  grant[2] = pout0[2] | pout1[1] | pout2[0] | pout3[3] ;
assign  grant[3] = pout0[3] | pout1[2] | pout2[1] | pout3[0] ;
endmodule
module root_sa_4x4(
  input	       [3:0]	req,
  output logic [3:0]	ack,
  input		            clk,
  input		            rst_n
);
function  [3:0] priority_logic;
    input [3:0] in;
    input       en;
    reg   [3:0] out;
begin
    casez({en,in[0],in[1],in[2],in[3]})
      5'b0????:   begin out =  4'b0000; end
      5'b11???:   begin out =  4'b0001; end
      5'b101??:   begin out =  4'b0010; end
      5'b1001?:   begin out =  4'b0100; end
      5'b10001:   begin out =  4'b1000; end
      default: begin out = 4'b0000; end
    endcase
    priority_logic = out;
end
endfunction
logic   [3:0]   token, pout0, pout1, pout2, pout3;
always_ff@(posedge clk or negedge rst_n)
begin
  if(~rst_n) begin
    token <= 4'b0001;
  end else   begin
    token <= {token[2:0],token[3]};
  end
end
assign pout0 = priority_logic({req[0],req[1],req[2],req[3]},token[0]);
assign pout1 = priority_logic({req[1],req[2],req[3],req[0]},token[1]);
assign pout2 = priority_logic({req[2],req[3],req[0],req[1]},token[2]);
assign pout3 = priority_logic({req[3],req[0],req[1],req[2]},token[3]);
assign  ack[0] = pout0[0] | pout1[3] | pout2[2] | pout3[1] ;
assign  ack[1] = pout0[1] | pout1[0] | pout2[3] | pout3[2] ;
assign  ack[2] = pout0[2] | pout1[1] | pout2[0] | pout3[3] ;
assign  ack[3] = pout0[3] | pout1[2] | pout2[1] | pout3[0] ;
endmodule
module sa_4x4(
  input		            ack,
  input	       [3:0]	req,
  output logic [3:0]	grant,
  output logic          req0,
  input		            clk,
  input		            rst_n
);
logic   [3:0]   grant_ba;
ba_4x4 u_ba_4x4(
  .ack,
  .req,
  .grant(grant_ba),
  .clk,
  .rst_n
);
assign  req0 = req[0] | req[1] | req[2] | req[3];
assign  grant[0] = ack & grant_ba[0];
assign  grant[1] = ack & grant_ba[1];
assign  grant[2] = ack & grant_ba[2];
assign  grant[3] = ack & grant_ba[3];
endmodule
</file>
<file path="flow/run.sh">
#!/bin/bash
# OpenROAD 26Q1-2900-gdf79404cd8, Yosys 0.63+post, stock flow scripts
make -C /OpenROAD-flow-scripts/flow DESIGN_CONFIG=/design/flow/config.mk WORK_HOME=/design/flow/orfs finish
</file>
==> changes_impl.md <==
### Implementation results

- Maximum ir drop on the vdd rail: slightly below 0.2 mV
- Post-synthesis cell area: 1430 sq um
- Die Wd: 107 microns
- GP Congestion: 0.842
- Detailed router's first-iteration violation count: between 60 and 70
- Combined buffer and inverter count along the critical path: 2
- Maximum number of pins on one net before global-route repair: 21
- Critical path launch point type: input pin
- Highest clock rate: about 0.33 GHz
- Remaining global-route overflow: 0
- First-pass GRT wire length: ~6.4 mm
- DRC violations left: 0
- Setup violations, final: 1
- Count of mapped cells out of synthesis: 136
- Yosys warnings: 2
- Die area: 11,400 sq um
- Routed wire length: 3.69 mm
- Init Core Util: 0.196
- Clock-pin slew of the registers on the worst-case setup and hold paths: 0.07 ns
- Vias post-DR: about 1,300
- Worst endpoint required time: 2.40 ns
- TritonCTS clock tree: built
- Area growth from synthesis to layout: 55.1%
- TritonCTS Buffers: 3
- Proportion of power drawn by combinational gates: 0.127
- Buffer cell driving the clock tree root: sky130_fd_sc_hd__clkbuf_8
- Failing checks: negative setup slack
- Leak Pwr: 0.889 nW
- Final number of hold-violating endpoints: 0
- Max cap viols: 0
- Synth cell types: 16
- Worst slew margin relative to its limit: 0.756
- Placed Area: 2020 sq um
- Count of tool warnings: 26
- Switching power summed over all nets: ~0.12 mW
- Chip area estimate from yosys synthesis: 1430 sq um
- Logic area: around 960 sq um
- Count of fill cells added during filler insertion: ~770
- Detailed-placement wirelength estimate: roughly 2.7 mm
- Cell type group with the largest total delay on the critical path: buffers and inverters
- Final critical path time including I/O delays and setup: 3.02 ns
- Relative contribution of the clock network to total power: 0.432
- Mean number of vias per cell: 4.28
- Run status: finished with violations
- Sequential Area: 507 sq um
- Post-detailed-route wirelength per cell: 12.3 microns
- Number of antenna violations at the first check in global routing: 0
- Sequential Power Share: 0.442
- H-Tree Depth: 1
- Ys cells: 136
- Class of the most critical hold timing path: flip-flop to flip-flop
- Antenna cell count: 0
- First-pass iteration count of the detailed router: 4
- Type of the setup path with the least slack: input pin to output pin
- Layout cells sized above 1: 0.413
- CTS Buffer Depth: 2
- Core Box Area: 7290 sq um
- Slew at the pin with the worst max-slew slack: 0.363 ns
- Setup WS pre-CTS: -0.253 ns
- Core Rows: 31
- Post-Synthesis Mean Instance Area: 10.5 sq um
- Final worst path period share: 1.01
- Cell-by-cell trace of the critical path: dlygate4sd2_1, nor4_4, a31oi_1, o22a_2, a21oi_1, clkdlybuf4s50_1
- Slowest Stage Delay on Critical Path: ~0.5 ns
- Arr. time, crit path: 2.42 ns
- Final Slew Violations: 0
- Internal Dissipation: 0.488 mW
- I/O Buffers: 33
- Top-level port count: 34
- Net switching fraction of the power: 0.201
- Vias in the first global route: 1,375
- Antenna Nets Post-Route: 0
- Kind of end point of the critical path: output pin
- Unrepaired setup endpoints after global routing: yes
- Insertion delay to the later sink of the worst-skew pair: 0.25 ns
- Worst Slack Setup Final: -0.0230 ns
- Maximum fanout count along the critical path: 5
- CTS sink cnt: 20
- Final Cell Area: about 2200 sq um
- DIE HEIGHT: 107 microns
- Total routing resource utilization after global routing: 0.0653
- Slowest-stage cell, CP: sky130_fd_sc_hd__clkdlybuf4s50_1
- Hold-fix buffers, CTS: 0
- Sequential-to-total area share from yosys stat: 0.355
- Worst-case clock skew: 0.000593 ns
- Pwr dens: 276 nW/um^2
- Post-synthesis register bit count: 20
-- cells by family after synthesis --
group,share of synthesized area
compound gates,0.196
buf+inv,0.0315
flops,0.355
mux,0.168
simple gates,0.249
-- flip-flops by register name, indices dropped and copies added (netlist names) --
name / flops
u_sa_4x4_2.u_ba_4x4.token: 4
u_sa_4x4_0.u_ba_4x4.token: 4
u_sa_4x4_1.u_ba_4x4.token: 4
u_root_sa_4x4_0.token: 4
u_sa_4x4_3.u_ba_4x4.token: 4
-- synthesized netlist by cell type --
library cell | instances | share of area
sky130_fd_sc_hd__dfstp_2 | 5 | 0.092
sky130_fd_sc_hd__nor4_4 | 4 | 0.060
sky130_fd_sc_hd__nand2b_1 | 8 | 0.035
sky130_fd_sc_hd__nor2_1 | 4 | 0.011
sky130_fd_sc_hd__nor2b_1 | 9 | 0.039
sky130_fd_sc_hd__nor3b_1 | 12 | 0.063
sky130_fd_sc_hd__dfrtp_1 | 15 | 0.26
sky130_fd_sc_hd__a31oi_1 | 4 | 0.018
sky130_fd_sc_hd__buf_6 | 4 | 0.032
sky130_fd_sc_hd__mux2_4 | 16 | 0.17
sky130_fd_sc_hd__o21ai_0 | 24 | 0.084
sky130_fd_sc_hd__a21oi_1 | 20 | 0.070
sky130_fd_sc_hd__and2b_1 | 2 | 0.011
sky130_fd_sc_hd__o22a_1 | 4 | 0.025
sky130_fd_sc_hd__or3b_2 | 4 | 0.025
sky130_fd_sc_hd__and2b_2 | 1 | 0.0061
-- final timing paths --
path,endpoint,slack [ns],from,cells past startpoint
min,u_root_sa_4x4_0.token[1]$_DFF_PN0_,0.42,u_root_sa_4x4_0.token[0]$_DFF_PN1_,0
max reg2reg,u_sa_4x4_0.u_ba_4x4.token[2]$_DFFE_PN0P_,1.37,u_root_sa_4x4_0.token[0]$_DFF_PN1_,5
max in group asynchronous,u_sa_4x4_0.u_ba_4x4.token[0]$_DFFE_PN1P_,2.04,rst_n,2
max,grant[13],-0.02,req[13],6
min in group asynchronous,u_sa_4x4_3.u_ba_4x4.token[1]$_DFFE_PN0P_,0.69,rst_n,2
min reg2reg,u_root_sa_4x4_0.token[1]$_DFF_PN0_,0.42,u_root_sa_4x4_0.token[0]$_DFF_PN1_,0
-- per-stage QoR --
| stage | instances | setup TNS [ns] | util | hold slack, ns | total power [mW] |
|---|---|---|---|---|---|
| floorplan | 136 | 0 | - | 0.304 | 0.288 |
| global placement | 289 | -3.58 | 0.278 | 0.406 | 0.356 |
| detailed placement | 289 | -3.64 | 0.278 | 0.395 | 0.355 |
| global route | 300 | -0.710 | 0.304 | 0.435 | 0.637 |
| CTS | 300 | 0 | 0.299 | 0.422 | 0.617 |
| finish | 300 | -0.0230 | 0.304 | 0.423 | 0.611 |
-- power groups by stage --
stage | registers [mW] | clock network, mW | logic, mW
4_1_cts | 0.270 | 0.271 | 0.0763
5_1_grt | 0.270 | 0.283 | 0.0841
6_report | 0.270 | 0.264 | 0.0773
-- placed cells by master (no fill, tap or decap) --
cell	n
sky130_fd_sc_hd__o21ai_0	24
sky130_fd_sc_hd__bufinv_16	1
sky130_fd_sc_hd__and2b_1	2
sky130_fd_sc_hd__dfstp_2	5
sky130_fd_sc_hd__clkbuf_8	3
sky130_fd_sc_hd__a21oi_1	10
sky130_fd_sc_hd__and2b_2	1
sky130_fd_sc_hd__buf_4	32
sky130_fd_sc_hd__nor2_1	4
sky130_fd_sc_hd__a31oi_2	2
sky130_fd_sc_hd__nand2b_1	7
sky130_fd_sc_hd__nor2b_1	9
sky130_fd_sc_hd__nand2b_4	1
sky130_fd_sc_hd__o22a_2	2
sky130_fd_sc_hd__a31oi_1	2
sky130_fd_sc_hd__or3b_2	3
sky130_fd_sc_hd__dlygate4sd2_1	15
sky130_fd_sc_hd__a21oi_2	10
sky130_fd_sc_hd__clkdlybuf4s15_1	1
sky130_fd_sc_hd__clkdlybuf4s50_1	15
sky130_fd_sc_hd__mux2_4	16
sky130_fd_sc_hd__o22a_4	2
sky130_fd_sc_hd__or3b_4	1
sky130_fd_sc_hd__nor3b_1	12
sky130_fd_sc_hd__dfrtp_1	15
sky130_fd_sc_hd__nor4_4	4
sky130_fd_sc_hd__dlymetal6s2s_1	2
-- final cells by class --
cell class              count  area share
clock buffers               3      0.0186
clock inverters             1      0.0136
multi-input cells         112       0.432
flip-flops and latches     20       0.229
well taps                  99      0.0559
repair buffers             65       0.251
-- what timing repair did --
action / in CTS / in global routing
setup endpoints to repair: 16 / 16
pin swaps: 10 / 3
resized: 31 / 8
gates cloned: 0 / 0
setup buffers: 7 / 0
-- metal layers --
metal / global-route usage / wire, microns / vias up
li1: - / - / 642
met1: 0.0942 / 1900 / 615
met2: 0.0957 / 1580 / 24
met3: 0.0206 / 200 / 2
met4: 0.00870 / 12 / 0
met5: 0 / 0 / -
Power figures rest on the tool's default switching activity, not on a simulated workload.
